==> design.v <==
module MAR(input clk, input ld, input [31:0] address_in, output [31:0] address_out);
    reg [31:0] mar_reg;
    always @(posedge clk) begin
        if(ld) 
            mar_reg <= address_in;
    end
    assign address_out = mar_reg;
endmodule 
module memory(input clk, rw, input [31:0] address, data_in, output [31:0] data_out);
    reg [31:0] memory [0:4095];
    always @(posedge clk) begin
        if(rw)
            memory[address[11:0]] <= data;
    end
    assign data_out = memory[address[11:0]];
endmodule
module MDR(input clk, input ld, input [31:0] data_in, output [31:0] data_out);
    reg [31:0] mdr_reg;
    always @(posedge clk) begin
        if(ld) 
            mdr_reg <= data_in;
    end
    assign data_out = mdr_reg;
endmodule 
==> run.sh <==
#!/bin/bash
# OpenROAD 26Q1-2900-gdf79404cd8, Yosys 0.63+post, stock flow scripts
make -C /OpenROAD-flow-scripts/flow DESIGN_CONFIG=/design/flow/config.mk WORK_HOME=/design/flow/orfs finish
==> config.mk <==
export PLATFORM = sky130hd
export DESIGN_NAME = MAR
export DESIGN_NICKNAME = MAR
export VERILOG_FILES = /design/flow/design.v
export SDC_FILE = /design/flow/constraint.sdc
export NUM_CORES = 4
export LEC_CHECK = 1
export CORE_AREA = 10 10 86 86
export DIE_AREA = 0 0 96 96
==> constraint.sdc <==
current_design MAR

set clk_period 1.0
set clk_io_pct 0.2

create_clock -name clk0 -period $clk_period [get_ports {clk}]

set non_clock_inputs [all_inputs -no_clocks]
set_input_delay [expr $clk_period * $clk_io_pct] -clock clk0 $non_clock_inputs
set_output_delay [expr $clk_period * $clk_io_pct] -clock clk0 [all_outputs]
==> metrics.yaml <==
min_period_ns: 0.989
drtPass1Iterations: 3
clk_path_buf_depth: 2
finalCritPeriodShare_pct: 98.9
setup_violations: 0
syn_inst: 32
crit_fanout: 20
cp_slowest_cell: "clkdlybuf4s50_1"
diodes: 0
fp.dieW_microns: 96
yosysMostFrequentCell: "edfxtp_1"
cts_tree: "yes"
setup_tns_ns: 0
via_per_inst: 3.24
hold_slack_ns: 0.468
gp_congestion: 0.755
synth-edff-count: 32
warnings: 26
flop_cell: "edfxtp_1"
synthArstFlopShare_pct: 0
leakagePower_nw: 0.632
power.density_nw_per_um2: 1690
ys_warn_count: 1
worstPathCellList: "clkdlybuf4s50_1 > buf_12"
drive_gt1_share_pct: 38.3
grt_pass1_vias: 646
drt-wirelength-per-cell_microns: 14.5
place_area_sq_um: 1740
chipArea_sq_um: 9220
critPathRequiredTime_ns: 0.99
finalInstanceArea_sq_um: 1660
grt_usage_pct: 5.65
drt_iter0_drc: 25
status: "finished, final reports clean"
path_clk_slew_ns: 0.07
cts-root-buf: "clkbuf_8"
tightestPinTransition_ns: 0.207
vias: 580
max_stage_delay_ns: 0.57
crit_buf_inv: 2
yosys_register_bits: 32
maxCapViolations: 0
ir_worst_vdd_uv: 576
synthTopCellsByArea: "edfxtp_1"
drc: 0
clock-sinks: 32
logic_area_sq_um: 0
ys_cells: 32
fillers: 564
h-tree-depth: 2
end_kind: "flop"
synthDistinctLibCells: 1
crit_arrival_ns: 0.98
ys_area_sq_um: 961
crit_type: "in -> reg"
dp_cells: 171
core_area_sq_um: 5540
fp_util_pct: 17.3
grt_pass1_wl_microns: 3750
finalMaxSlewViolations: 0
fin_cells: 179
dp_hpwl_microns: 2120
die_h_microns: 96
largest_reg_flops: 32
ios: 66
cts_made_buffers: 5
worstHoldPathType: "in -> reg"
gr-total-overflow: 0
crit_path_start_kind: "primary input"
comb_cells: 0
avgSynthCellArea_sq_um: 30.0
rsz0062_at_grt: "true"
antenna_found_initial: 0
grt_max_degree: 21
routed_wl_microns: 2590
postSynthSeqShare_pct: 100
io_buffer_count: 65
top_area_cell: "edfxtp_1"
ys_top_cells_by_count: "edfxtp_1"
yosysTopAreaCellShare_pct: 100
row_count: 27
cp_top_family: "buffers and inverters"
postRouteAntennaNets: 0
fmax_ghz: 1.01
relSlewSlack_pct: 86.2
syn_area_sq_um: 961
hold_violations: 0
area_growth_pct: 73.2
## metal layers
layer  share of wire (%)  track usage, %  wire (microns)  vias up
li1                    -               -               -      275
met1                  36            6.13             946      264
met2                  47            8.86            1210       36
met3                  15            4.32             396        5
met4                 1.5           0.860              40        0
met5                   0               0               0        -
## stage by stage
step | setup WS (ns) | total power, mW | utilization (%)
floorplan | 0.501 | 1.62 | -
global placement | -0.279 | 2.00 | 31.4
detailed placement | -0.289 | 2.01 | 31.4
CTS | 0.00950 | 2.86 | 30.0
global route | -0.0284 | 2.95 | 30.0
finish | 0.0107 | 2.81 | 30.0
## layout make-up
type                  instances  area (sq um)  share of cell area (%)
clock buffer                  5          68.8                    4.14
clock inverter                3          13.8                   0.827
sequential                   32           961                    57.7
tap                          72          90.1                    5.41
timing repair buffer         67           531                    31.9
## path summary, 6_finish.rpt
path                            from  cells after the start  slack [ns]           to
worst max-delay path              ld                      2        0.01   mar_reg[2]
worst min-delay path  address_in[27]                      1        0.47  mar_reg[27]
## placed cells by master, fill, tap and decap left out
master / count
edfxtp_1: 32
clkinv_1: 1
clkdlybuf4s50_1: 33
clkinv_2: 2
buf_12: 2
buf_2: 32
clkbuf_8: 5
## repair_timing
action,in CTS,in global routing
hold buffers,0,0
setup endpoints to repair,32,21
setup buffers,0,0
gates resized,100,0
pin swaps,0,0
## where the power goes
part	switching [mW]	leakage, nW	internal (mW)
Clock	0.471	0.0453	0.472
Sequential	0.0212	0.313	1.59
Combinational	0.0624	0.274	0.188
## kinds of logic after synthesis
logic type	after synthesis	share of synthesized area, %
DFF	32	100
Power figures rest on the tool's default switching activity, not on a simulated workload.
