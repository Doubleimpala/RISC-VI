<file path="./config.mk">
export PLATFORM = sky130hd
export DESIGN_NAME = ALU
export DESIGN_NICKNAME = ALU
export VERILOG_FILES = /design/flow/design.v
export SDC_FILE = /design/flow/constraint.sdc
export NUM_CORES = 4
export LEC_CHECK = 1
export CORE_UTILIZATION = 40
</file>
<file path="./constraint.sdc">
current_design ALU

set clk_period 25.2
set clk_io_pct 0.2

create_clock -name clk0 -period $clk_period

set non_clock_inputs [all_inputs -no_clocks]
set_input_delay [expr $clk_period * $clk_io_pct] -clock clk0 $non_clock_inputs
set_output_delay [expr $clk_period * $clk_io_pct] -clock clk0 [all_outputs]
</file>
<file path="./design.v">
module ALU(input clk, input [2:0] func, input [31:0] operand_1, operand_2, output [31:0] result);
    assign result = (func == 000)? operand_1 + operand_2 :  
                    (func == 001)? operand_1 - operand_2 :  
                    (func == 010)? operand_1 & operand_2 :  
                    (func == 011)? operand_1 | operand_2 :  
                    (func == 100)? operand_1 << operand_2[4:0] :  
                    (func == 101)? operand_1 >> operand_2[4:0] :  
                    (func == 110)? $signed(operand_1) >>> operand_2[4:0] :  
                    32'b0;
endmodule
</file>
<file path="./run.sh">
#!/bin/bash
# OpenROAD 26Q1-2900-gdf79404cd8, Yosys 0.63+post, stock flow scripts
make -C /OpenROAD-flow-scripts/flow DESIGN_CONFIG=/design/flow/config.mk WORK_HOME=/design/flow/orfs finish
</file>
==> notes.md <==
The following summarizes the physical implementation.

Status
The flow ran to the end, and the final reports show no timing, DRC or antenna violations.

Final timing
The achievable clock frequency is around 72 MHz. Adding up every negative setup slack in the final design gives 0 ps. The final report lists the setup-violating endpoint count as 0.

The final timing report lists a hold violation count of 0. Setup repair after global routing left no endpoint under its margin. The transition at the pin with the smallest max-transition slack is 680 ps. The worst relative slew slack is 53.5%. The max-slew violation count is 0. After layout, the minimum clock period comes to ~14000 ps.

OpenROAD reports that the post-layout worst path occupies a little over half of the period.

Layout
The number of flip-flops and latches is 0. For this run, the share of the core covered by cells in the final layout is 52.2%. The fraction of final layout cells with drive strength greater than 1 is under 10%. The layout report lists the combined flip-flop and latch area as 0 um2. The most common logic cells in the final layout are sky130_fd_sc_hd__clkdlybuf4s50_1, sky130_fd_sc_hd__ha_1, sky130_fd_sc_hd__inv_1, sky130_fd_sc_hd__nor2_1, sky130_fd_sc_hd__a21oi_1.

The final cell area excluding filler cells is between 4000 and 5000 um2. The layout has a little over 900 filler cells. The synthesis-to-finish area growth is 26.9%. The count of clock-net buffers in the final layout is 0.

By instance count after routing, the leading logic cell type is sky130_fd_sc_hd__clkdlybuf4s50_1.

Yosys
The synthesized instance count is approximately 580. The area share of the largest cell type after synthesis is around a fifth. The sequential-to-total area share from yosys stat is 0%. Sorting the synthesized cells by area gives the leading types as sky130_fd_sc_hd__ha_1, sky130_fd_sc_hd__a21oi_1, sky130_fd_sc_hd__inv_1. The number of standard cells reported by yosys is between 500 and 600. The summed instance area of the synthesized netlist is 3790 um2. Each instance of the synthesized netlist takes up on average 6.55 um2. The synthesized chip area reported by yosys is between 3000 and 4000 um2. The synthesis warning total is 0. The cell type that accounts for the most area after synthesis is sky130_fd_sc_hd__ha_1. The netlist uses 67 different library cells.

Detailed routing
Detailed routing inserted a total of 4370 vias. The count of nets left with antenna violations once routing finished came out at 0. The count of inserted antenna diode cells is 0. The final routed DRC violation total is 0. The final layout contains routed wiring with a total length of between 10000 and 15000 um. The first-pass iteration count of the detailed router is 5. Dividing the detail-routed wire length by the instance count gives 15.6 um. After detailed routing, the number of vias per cell comes to approximately 5.7. The detailed router finished its first iteration with 208 violations.

Run
Summing over the stages, the warning tally comes to about 65. The report counts max-capacitance violations totalling 0.

Placed design
The routability congestion estimate is approximately 0.95. In this run the tool buffered the top-level ports with between 90 and 100 buffer cells. The final HPWL from detailed placement is 9620 um.

The area of placed instances is between 4000 and 5000 um2.

Floorplanning
The x dimension of the die is 99.3 um. The die boundary height is 99.3 um. The area of the placeable core is ~9200 um2. The count of standard-cell rows is 35. During I/O placement, the number of pins put on the boundary was ~100. The initial standard-cell utilization of the core is 41.2%. The floorplan step defined a die boundary enclosing approximately 9900 um2.

Setup path
The signal arrival time at the worst endpoint is between 8000 and 9000 ps. The worst setup path is launched from an input port. STA classifies the critical path endpoint as a primary output. The critical path launch point is operand_2[8]. STA lists the maximum fanout along the critical path as 8.

The critical path class is in2out. According to the timing report, the data required time at the worst endpoint equals 20160 ps.

GRT
The number of global-route vias before repair was around 4k. The overall global routing resource usage is roughly a quarter. The number of antenna violations at the first check in global routing was 0. The first-pass GRT wire length is 19500 um. The maximum number of pins on one net before global-route repair is between 40 and 50. The total overflow left after global routing is 0.

Min path
The number of cells on the worst hold path is 5. The path type of the worst min-delay path is in2out. STA shows the worst min-delay path finishing at result[31]. The startpoint of the tightest hold check path is operand_1[31].

Clocking
The count of instances resized after the clock tree is built is 0. Buffers added to address setup during post-CTS repair amount to 0. The hold buffer count at CTS is 0.

Power
In this run the VDD rail shows a maximum IR drop of 0.0106 mV. Power comes to 0.107 mW. Per the summary, power density relative to cell area is about 22 nW/um2.

The leakage component of the power was reported as roughly 2.1 nW.
## worst max-delay path: stages
cell	delay, ps
sky130_fd_sc_hd__clkdlybuf4s50_1	480
sky130_fd_sc_hd__inv_1	50
sky130_fd_sc_hd__ha_1	420
sky130_fd_sc_hd__and3_1	350
sky130_fd_sc_hd__o211a_1	200
sky130_fd_sc_hd__o31ai_1	130
sky130_fd_sc_hd__a31o_2	330
sky130_fd_sc_hd__a2111oi_0	550
sky130_fd_sc_hd__nand2b_1	270
sky130_fd_sc_hd__mux2_2	350
sky130_fd_sc_hd__a31oi_1	130
sky130_fd_sc_hd__clkdlybuf4s50_1	510
## stage by stage
| stage | hold WS [ps] | std cells | setup slack [ps] |
|---|---|---|---|
| 2_1_floorplan | 10190 | 578 | 12950 |
| 3_3_place_gp | 11150 | 762 | 11400 |
| 3_5_place_dp | 11140 | 762 | 11430 |
| 4_1_cts | 11150 | 762 | 11400 |
| 5_1_grt | 11220 | 762 | 11170 |
| 6_report | 11140 | 762 | 11360 |
## per-layer routing
metal	global-route usage (%)	up-vias	share of wire, %
li1	-	2238	-
met1	40.1	1968	53
met2	36.1	156	40
met3	1.79	8	6.0
met4	1.70	0	0.77
met5	0	-	0
## logic make-up (layout without fill, tap and decap cells)
group	Yosys count	after routing	synth area share [%]
muxes	12	12	3.21
adders and majority gates	65	65	21.9
AOI/OAI and AO/OA	209	209	38.4
and+or+nand+nor	184	184	23.1
xor gates and xnor gates	15	15	3.47
buffers and inverters	93	166	9.95
## cells in the mapped netlist, types with 2 or more instances
| cell | number |
|---|---|
| sky130_fd_sc_hd__ha_1 | 63 |
| sky130_fd_sc_hd__inv_1 | 61 |
| sky130_fd_sc_hd__nor2_1 | 57 |
| sky130_fd_sc_hd__a21oi_1 | 55 |
| sky130_fd_sc_hd__nand2_1 | 45 |
| sky130_fd_sc_hd__o21ai_0 | 28 |
| sky130_fd_sc_hd__a21o_1 | 18 |
| sky130_fd_sc_hd__clkbuf_1 | 18 |
| sky130_fd_sc_hd__nor3_1 | 18 |
| sky130_fd_sc_hd__a211oi_1 | 16 |
| sky130_fd_sc_hd__o31ai_1 | 14 |
| sky130_fd_sc_hd__xnor2_1 | 14 |
| sky130_fd_sc_hd__mux2i_1 | 11 |
| sky130_fd_sc_hd__nand3_1 | 9 |
| sky130_fd_sc_hd__nor2b_1 | 9 |
| sky130_fd_sc_hd__o21a_1 | 9 |
| sky130_fd_sc_hd__and3_1 | 8 |
| sky130_fd_sc_hd__nor4_1 | 8 |
| sky130_fd_sc_hd__o21bai_1 | 8 |
| sky130_fd_sc_hd__a31oi_1 | 7 |
| sky130_fd_sc_hd__nand2b_1 | 7 |
| sky130_fd_sc_hd__or3_1 | 7 |
| sky130_fd_sc_hd__o211ai_1 | 6 |
| sky130_fd_sc_hd__a2111oi_0 | 4 |
| sky130_fd_sc_hd__a21boi_0 | 4 |
| sky130_fd_sc_hd__buf_2 | 4 |
| sky130_fd_sc_hd__o31a_1 | 4 |
| sky130_fd_sc_hd__or2_2 | 4 |
| sky130_fd_sc_hd__a221o_1 | 3 |
| sky130_fd_sc_hd__a31o_2 | 3 |
| sky130_fd_sc_hd__buf_4 | 3 |
| sky130_fd_sc_hd__nand4_1 | 3 |
| sky130_fd_sc_hd__o21ai_1 | 3 |
| sky130_fd_sc_hd__o21ba_2 | 3 |
| sky130_fd_sc_hd__a2111oi_2 | 2 |
| sky130_fd_sc_hd__a21oi_2 | 2 |
| sky130_fd_sc_hd__a221oi_1 | 2 |
| sky130_fd_sc_hd__a22o_1 | 2 |
| sky130_fd_sc_hd__and2_1 | 2 |
| sky130_fd_sc_hd__buf_1 | 2 |
| sky130_fd_sc_hd__fa_1 | 2 |
| sky130_fd_sc_hd__inv_2 | 2 |
| sky130_fd_sc_hd__nor4b_1 | 2 |
| sky130_fd_sc_hd__o211a_1 | 2 |
| sky130_fd_sc_hd__or4_1 | 2 |
## power breakdown
part	switching, mW	total, mW	internal (mW)
Sequential	0	0	0
Combinational	0.0574	0.107	0.0499
Clock	0	0	0
## final cells by class
type                       instances  area (um2)  area share [%]
multi-input combinational        485        3410            71.0
tap                              111         139            2.89
timing repair buffer             102        1010            21.1
inverter                          64         243            5.05
## worst max-delay path by stage
stage	slack [ps]	endpoint
global route	11170	result[23]
finish	11360	result[23]
CTS	11400	result[23]
Power and IR drop assume default switching activity.
