==> /design/flow/run.sh <==
#!/bin/bash
# OpenROAD 26Q1-2900-gdf79404cd8, Yosys 0.63+post, stock flow scripts
make -C /OpenROAD-flow-scripts/flow DESIGN_CONFIG=/design/flow/config.mk WORK_HOME=/design/flow/orfs finish
==> /design/flow/config.mk <==
export PLATFORM = sky130hd
export DESIGN_NAME = register_file
export DESIGN_NICKNAME = register_file
export VERILOG_FILES = /design/flow/design.v
export SDC_FILE = /design/flow/constraint.sdc
export NUM_CORES = 4
export LEC_CHECK = 1
export CORE_UTILIZATION = 40
==> /design/flow/constraint.sdc <==
current_design register_file

set clk_period 5.7
set clk_io_pct 0.2

create_clock -name clk0 -period $clk_period [get_ports {clk}]

set non_clock_inputs [all_inputs -no_clocks]
set_input_delay [expr $clk_period * $clk_io_pct] -clock clk0 $non_clock_inputs
set_output_delay [expr $clk_period * $clk_io_pct] -clock clk0 [all_outputs]
==> /design/flow/design.v <==
module register_file(input clk, rst, rw, 
                    input [4:0] source1, source2, dest, 
                    input [31:0] write_data, 
                    output [31:0] read_data1, read_data2);
    reg [31:0] registers [1:31];
    assign read_data1 = (source1 == 0)? 0 : registers[source1];
    assign read_data2 = (source2 == 0)? 0 : registers[source2];
    always @(posedge clk) begin
        if(rw && dest != 0)
            registers[dest] <= write_data;
    end
endmodule
==> run notes <==
Implementation results. The synthesized design spends more area on one cell type than any other, namely sky130_fd_sc_hd__edfxtp_1. Detailed-placement wirelength estimate landed at 89.0 mm. The run finished with clean final reports. Sorting the synthesized cells by how often they occur yields sky130_fd_sc_hd__edfxtp_1 (992), sky130_fd_sc_hd__mux4_2 (339), sky130_fd_sc_hd__mux2i_1 (316), sky130_fd_sc_hd__nor2_1 (115), sky130_fd_sc_hd__a22oi_1 (92). Max-slew violation count landed at 0. Minimum clock period landed at 5.34 ns. Measured along the y axis, the die boundary spans 343 um. Highest clock frequency the design can meet landed at 187 MHz. Final number of setup-violating endpoints landed at 0. Portion of total power attributed to the clock network landed at 41.0%. Number of warnings reported in the yosys synthesis log landed at 1. Average wire per standard cell landed at 33.3 um. Count of library flops with an enable pin landed at 992.

The detail route stage leaves a number of antenna-violating nets equal to 0. In this design, the critical path's most frequently occurring cell is sky130_fd_sc_hd__clkdlybuf4s50_1. Buffers placed on the I/O ports in this run total 112.

Number of optimization iterations in the first detailed-route pass landed at 6. The slowest stage of the critical path is the sky130_fd_sc_hd__clkdlybuf4s50_1 cell. After synthesis, the cell types taking the most area are sky130_fd_sc_hd__edfxtp_1 (64%), sky130_fd_sc_hd__mux4_2 (16%), sky130_fd_sc_hd__mux2i_1 (6.8%).

Summing over every cut layer, the via total after detailed routing is 27120. Per the post-CTS timing run, clock transition at the registers of the reported paths is 0.06 ns. In the Yosys report the total cell count is 2601. Sorting the synthesis cell report by count puts at the top sky130_fd_sc_hd__edfxtp_1. Width of the die landed at 343 um. Largest buffer count on any clock path landed at 3. Worst relative slew slack landed at 33.0%. Number of distinct library cells after synthesis landed at 38.

TritonCTS built the clock tree. After synthesis, the share of flip-flops with an asynchronous set or reset is 0%. Final estimated routing congestion in global placement landed at 0.907. In this run the cell area measured after placement is 0.0505 mm^2. Number of buffers inserted to repair setup after CTS landed at 0. The final layout contains routed wiring with a total length of 146 mm. Initial antenna violation count landed at 11. The stage logs contain a warning count of 26. The power report puts the net switching power at 3.81 mW.

In this run the most critical hold path is launched from write_data[19]. Post-route setup TNS landed at 0 ns. Area of the core landed at 0.115 mm^2. Total power normalized to cell area comes to 306 mW/mm^2. For the completed layout, the total cell area is recorded as 0.0539 mm^2. Static leakage landed at 17.8 nW. Final-report hold violation count landed at 0. The report lists the cells along the critical path as clkdlybuf4s50_1 -> buf_4 -> a21oi_1 -> buf_12 -> o21ai_0 -> a31oi_1 -> clkdlybuf4s50_1.

Post-synth the commonest register cell is sky130_fd_sc_hd__edfxtp_1. Checking hold timing, the worst path is listed with class input pin to flip-flop. Per the CTS log, the root buffer master is sky130_fd_sc_hd__clkbuf_16. Slew at the pin with the worst max-slew slack landed at 1.00 ns. Of the post-synthesis cell area, the dominant cell type holds 64.1%.

Number of global-route vias before repair landed at 30437. The worst setup path is captured at an output port. Sequential cells were found to cover 64.1% of the synthesized design area. Worst-path maximum fanout landed at 14. The layout summary lists the proportion of cells stronger than drive strength 1 as 26.3%. According to the floorplan report, the total die area is 0.118 mm^2.

Summed standard-cell area reported by yosys landed at 0.0465 mm^2. Worst-case setup margin in the final layout landed at 0.355 ns. The script computed the net switching share of total power as 23.0%. Post-synthesis register bit count landed at 992.

Hold-fix buffer count after cts landed at 0. In the final layout, the registers with the most flip-flops are registers: 992 flops. At the floorplan stage, the core utilization is reported as 40.5%.

STA classifies the critical path startpoint as an input pin. Sum of overflow across all layers after global routing landed at 0. Sequential share of power landed at 49.3%. The first global-routing pass estimated 210 mm of wire. Number of core rows landed at 124. The routed layout reports a DRC error count of 0. Synthesized cell area landed at 0.0465 mm^2. The run reported a max-capacitance violation count of 0.

The power report lists cell-internal power as 12.7 mW. Data required time at the worst endpoint landed at 4.56 ns. Between the synthesized netlist and the finished layout, the area growth was recorded as 16.0%. Dividing the synthesized area by the synthesized cell count gives 17.9 um^2. Post-cts resize count landed at 0. Ratio of routed vias to standard cells landed at 6.17. Entering global routing, the biggest net connects 74 pins.

Total clock sinks landed at 992. Clock buffer count from CTS landed at 103. Among all stages on the critical path, the maximum delay recorded is 0.84 ns.

registers holds more flip-flops than any other register. Total track usage landed at 27.6%. Across the VDD grid, the largest voltage drop is 301 uV.

According to the I/O placement log, the pin count is 114. Before CTS, the worst setup slack after placement is 0.416 ns. After technology mapping, the gate count stands at 2601. Setup repair after global routing left no endpoint under its margin.

Tracing the worst setup path back leads to its startpoint at source2[4]. Data arrival time of the critical path landed at 4.20 ns. Post-layout period usage of the worst path landed at 93.8%. For reference, the most critical setup path is categorized as input pin to output port.

The register with the most flip-flops in the layout has 992 of them. The clock tree synthesis step divided the H-tree into 3 levels. Part of the total power dissipated in combinational logic landed at 9.6%.

Violation count after the first detailed-routing iteration landed at 1540.
[power by group through the flow]
stage	clock, mW	combinational (mW)	sequential, mW
CTS	6.87	1.59	8.15
global route	7.14	1.69	8.16
finish	6.78	1.59	8.15
[placed cells by master, fill, tap and decap left out, types with 13 or more instances in the layout]
| cell | netlist | routed |
|---|---|---|
| sky130_fd_sc_hd__a311o_1 | 31 | 31 |
| sky130_fd_sc_hd__and2_1 | 34 | 33 |
| sky130_fd_sc_hd__o21ai_1 | 18 | 18 |
| sky130_fd_sc_hd__and3_1 | 14 | 14 |
| sky130_fd_sc_hd__clkinv_2 | 0 | 16 |
| sky130_fd_sc_hd__clkbuf_16 | 0 | 103 |
| sky130_fd_sc_hd__mux4_2 | 339 | 339 |
| sky130_fd_sc_hd__edfxtp_1 | 992 | 992 |
| sky130_fd_sc_hd__buf_12 | 1 | 35 |
| sky130_fd_sc_hd__clkbuf_1 | 85 | 18 |
| sky130_fd_sc_hd__nand3_1 | 52 | 52 |
| sky130_fd_sc_hd__clkdlybuf4s50_1 | 0 | 104 |
| sky130_fd_sc_hd__a211o_1 | 31 | 31 |
| sky130_fd_sc_hd__a211oi_1 | 18 | 18 |
| sky130_fd_sc_hd__nor2b_1 | 36 | 33 |
| sky130_fd_sc_hd__a31oi_1 | 14 | 14 |
| sky130_fd_sc_hd__nand4_1 | 18 | 18 |
| sky130_fd_sc_hd__a22oi_1 | 92 | 92 |
| sky130_fd_sc_hd__buf_4 | 31 | 153 |
| sky130_fd_sc_hd__o21ai_0 | 14 | 14 |
| sky130_fd_sc_hd__clkinv_1 | 0 | 23 |
| sky130_fd_sc_hd__nand2_1 | 89 | 89 |
| sky130_fd_sc_hd__a21oi_1 | 68 | 68 |
| sky130_fd_sc_hd__nor2_1 | 115 | 83 |
| sky130_fd_sc_hd__mux2i_1 | 316 | 316 |
| sky130_fd_sc_hd__mux2_2 | 34 | 34 |
| sky130_fd_sc_hd__nor2_4 | 0 | 32 |
| sky130_fd_sc_hd__a22o_1 | 45 | 45 |
| sky130_fd_sc_hd__bufinv_16 | 0 | 13 |
[logic make-up (layout without fill, tap and decap cells)]
logic type	after synthesis	count (layout)	synth area share, %
AND-OR/OR-AND	332	332	5.17
buffers and inverters	205	486	2.36
flip-flops	992	992	64.1
multiplexers	698	698	24.6
other	0	3	0
AND/OR/NAND/NOR	374	374	3.85
[final cells by class]
type | count | area, um^2
fillers | 9294 | 60900
diodes | 3 | 7.51
repair buffers | 298 | 2970
multi-input cells | 1404 | 15900
flip-flops and latches | 992 | 29800
clock buffers | 121 | 2650
well taps | 1512 | 1890
clock inverters | 66 | 751
inverters | 1 | 3.75
[critical path: cells and delay by family]
family          cells  cell delay [ns]
compound gates      3             0.83
buf+inv             4             2.19
[path summary, 6_finish.rpt]
path,to,depth (start not counted)
min,registers[29][19]$_DFFE_PP_,2
max,read_data2[28],7
[through the flow]
| step | total power [mW] | cells | hold WS, ns | util (%) |
|---|---|---|---|---|
| finish | 16.5 | 4397 | 1.26 | 47.0 |
| global placement | 9.86 | 4207 | 1.97 | 44.0 |
| detailed placement | 9.89 | 4207 | 1.97 | 44.0 |
| global route | 17.0 | 4394 | 1.28 | 47.0 |
| floorplan | 9.12 | 2601 | 1.24 | - |
| CTS | 16.6 | 4394 | 1.24 | 47.0 |
[per-layer routing]
metal	share of wire [%]	GRT usage [%]	wire length (um)
met5	0.45	4.13	655
met2	46	39.8	67500
met3	19	23.8	28200
met4	3.9	8.26	5730
met1	30	30.0	44100
No activity file was given, so power comes from the tool's default toggle rates.
